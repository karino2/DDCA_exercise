==> flow/config.mk <==
export PLATFORM = sky130hd
export DESIGN_NAME = cmn_fifo
export DESIGN_NICKNAME = cmn_fifo
export VERILOG_FILES = /design/flow/design.v
export SDC_FILE = /design/flow/constraint.sdc
export NUM_CORES = 4
export LEC_CHECK = 1
export CORE_UTILIZATION = 30
export SYNTH_MEMORY_MAX_BITS = 65536
==> flow/run.sh <==
#!/bin/bash
# OpenROAD 26Q1-2900-gdf79404cd8, Yosys 0.63+post, stock flow scripts
make -C /OpenROAD-flow-scripts/flow DESIGN_CONFIG=/design/flow/config.mk WORK_HOME=/design/flow/orfs finish
==> flow/design.v <==
module cmn_fifo #(
  parameter DW = 32,
  parameter AW = 8
)(
  input  logic          clk,
  input  logic          rstn,
  input  logic          we,
  input  logic [DW-1:0] wdata,
  input  logic          re,
  output logic [DW-1:0] rdata,
  output logic          full,
  output logic          empty
);
localparam WORD = (1 << AW);
localparam PW = (AW == 0) ? 1 : AW;
logic [PW-1:0] r_wp;
logic [PW-1:0] r_rp;
logic [AW:0]   r_wc;
always_ff @(posedge clk, negedge rstn)
  if (!rstn)
     r_wp <= 0;
  else if (we)
     r_wp <= r_wp + 1;
always_ff @(posedge clk, negedge rstn)
  if (!rstn)
     r_rp <= 0;
  else if (re)
     r_rp <= r_rp + 1;
always_ff @(posedge clk, negedge rstn)
  if (!rstn) begin
     r_wc <= 0;
  end
  else if (we || re) begin
     case ({we, re})
       2'b01: begin 
        r_wc <= r_wc - 1;
       end 
       2'b10:
       begin
        r_wc <= r_wc + 1;
       end
     endcase
  end
assign empty = (r_wc == 0);
assign full  = (r_wc >= WORD);
cmn_tp #(.DW(DW), .AW(AW)) u_mem (
  .clk    (clk),
  .rstn   (rstn),
  .mea    (we),
  .wea    (we),
  .adra   (r_wp),
  .da     (wdata),
  .meb    (re),
  .adrb   (r_rp),
  .qb     (rdata)
);
endmodule
module cmn_tp #(
  parameter  DW = 32,
  parameter  AW = 8,
  parameter  USE_BUF = 0,
  localparam PW = (AW == 0) ? 1 : AW
)(
  input  logic          clk,
  input  logic          rstn,
  input  logic          mea,
  input  logic          wea,
  input  logic [PW-1:0] adra,
  input  logic [DW-1:0] da,
  input  logic          meb,
  input  logic [PW-1:0] adrb,
  output logic [DW-1:0] qb
);
localparam WORD = (1 << AW);
logic [PW-1:0] w_adra;
logic [PW-1:0] w_adrb;
assign w_adra = (AW == 0) ? 0 : adra;
assign w_adrb = (AW == 0) ? 0 : adrb;
logic [DW-1:0] r_mem[0:WORD-1];
always_ff @(posedge clk) begin
  if (mea && wea)
    r_mem[w_adra] <= da;
end
logic [DW-1:0] r_buf;
generate
if (USE_BUF) begin : use_buf
   always_ff @(posedge clk) begin
     if (meb)
       r_buf <= r_mem[w_adrb];
   end
end
else begin : no_buf
   assign r_buf = r_mem[w_adrb];
end
endgenerate
assign qb = r_buf;
endmodule
==> flow/constraint.sdc <==
current_design cmn_fifo

set clk_period 2239.4
set clk_io_pct 0.2

create_clock -name clk0 -period $clk_period [get_ports {clk}]

set non_clock_inputs [all_inputs -no_clocks]
set_input_delay [expr $clk_period * $clk_io_pct] -clock clk0 $non_clock_inputs
set_output_delay [expr $clk_period * $clk_io_pct] -clock clk0 [all_outputs]
==> results.py <==
# Metrics from the implementation run
metrics = {
    "floorplan": {
        "die_h_um": 1026,
        "rows": 375,
        "dieArea_um2": 1053000,
        "die.size.x_um": 1026,
        "num_io_pins": 70,
        "fp.coreArea_um2": 1044000,
        "fp_util_pct": 30.13,
    },
    "timing": {
        "min_period_over_period_pct": 20.42,
        "maxSlewHeadroom_pct": -1.980,
        "setup_viol": 0,
        "finalHoldViolCount": 0,
        "hold_ws_ps": 502.7,
        "rsz0062_at_grt": "no",
        "fin_crit_ps": 457240,
        "fin_skew_ps": 134.2,
        "clock.fmax_ghz": 0.002187,
        "finalMaxSlewViolations": 2,
        "tns_ps": 0,
        "worst_pin_slew_ps": 1518,
    },
    "logic_synthesis": {
        "yosysWarnings": 2,
        "mux_area_share_pct": 14.95,
        "synth_flops": 8217,
        "ys.flop_type": "edfxtp_1",
        "xor_area_share_pct": 0.05569,
        "ys_cells": 14094,
        "fa_ha_area_share_pct": 0.05808,
        "edf_count": 8192,
        "syn-cell-area_um2": 314500,
        "ys_seq_share_pct": 78.41,
        "topCombFamilyByArea": "multiplexers",
        "async_reset_ff_share_pct": 0.3042,
        "yosysUniqueCellTypes": 76,
        "postSynthAreaPerCell_um2": 22.32,
        "yosys_area_um2": 314500,
        "ys_sh_simple_pct": 1.090,
        "synthCells": 14094,
        "compound_area_share_pct": 3.654,
    },
    "power": {
        "p_int_w": 0.0002898,
        "peakVddDrop_mv": 0.0009467,
        "p_per_area_nw_per_um2": 1.210,
        "p_clk_share_pct": 29.1,
        "comb_power_share_pct": 31.6,
        "leakagePower_nw": 110.9,
        "switching_share_pct": 33.78,
        "p_seq_share_pct": 39.3,
        "p_sw_w": 0.0001479,
    },
    "clock_network": {
        "cts_root_buffer": "clkbuf_16",
        "cts.sinks": 8217,
        "cts_resized": 0,
        "cts_tree": "done",
        "ctsHoldBuffers": 0,
        "htree_levels": 6,
        "post_cts_buffers": 0,
        "clkTransAtPathRegs_ps": 60,
        "clk_path_buf_depth": 4,
        "clk_latency_ps": 1240,
        "numCtsBuffers": 786,
    },
    "global_route": {
        "grt_pass1_vias": 168781,
        "gr-total-overflow": 0,
        "grt_max_degree": 123,
        "grt_usage_pct": 20.06,
        "antenna_found_initial": 78,
        "grt_pass1_wl_um": 1358000,
    },
    "drt": {
        "ant_nets": 1,
        "wl_per_cell_um": 33.30,
        "wl_met1_um": 268500,
        "vias": 155427,
        "finalWirelength_um": 989500,
        "wl_met2_um": 436800,
        "wl_met3_um": 231300,
        "drtIter0Drc": 10443,
        "remaining_drc_errors": 0,
        "first_pass_iters": 5,
        "vias_per_cell": 5.231,
        "top_layer_used": "met5",
    },
    "place": {
        "place.port_buffers": 69,
        "hpwl_um": 579200,
        "finalWeightedCongestion": 0.8886,
    },
    "worst_setup_path": {
        "critPathMaxStageDelay_ps": 840,
        "crit_family": "buffers and inverters",
        "cp_max_fo": 36,
        "path_buffers": 9,
        "cpMostUsedCell": "buf_4",
        "cp-end-kind": "primary output",
        "worst_setup_path_start_kind": "flop",
        "critPathRequiredTime_ps": 1791520,
        "arrival_ps": 9360,
        "crit_chain": "buf_4 -> buf_4 -> buf_4 -> buf_4 -> buf_4 -> buf_4 -> mux4_2 -> a22oi_1 -> a31oi_1 -> a31oi_1 -> buf_4 -> a311oi_4 -> buf_4 -> clkdlybuf4s50_1",
        "cp_slowest_cell": "a31oi_1",
        "path_class": "flop to primary output",
    },
    "cells_and_area": {
        "syn_to_final_growth_pct": 14.98,
        "drive_gt1_share_pct": 25.89,
    },
    "flow_run": {
        "cap_violations": 1,
        "warning_count": 36,
    },
    "status": {
        "violations": "antenna violations, max-capacitance violations, max-slew violations",
        "status": "complete, but fails checks",
    },
    "min_path": {
        "hp-class": "flop to flop",
    },
}
==> path summary, 6_finish.rpt <==
| kind | endpoint | from | slack (ps) | cells after the start |
|---|---|---|---|---|
| setup / recovery | rdata[23] | r_rp[0] | 1782160 | 14 |
| hold / removal | r_wc[8] | r_wc[8] | 500 | 1 |
| min in group asynchronous | r_wc[0] | rstn | 446590 | 1 |
| hold reg to reg | r_wc[8] | r_wc[8] | 500 | 1 |
| setup reg to reg | u_mem.r_mem[212][13] | r_wp[0] | 2234950 | 7 |
| max in group asynchronous | r_rp[6] | rstn | 1792030 | 2 |
==> cells by family (layout without fill, tap and decap cells) <==
family                   count (synthesis)  after routing
flip-flops                            8217           8217
buffers and inverters                  876           2442
AND-OR/OR-AND                         1600           1600
XOR/XNOR                                20             20
AND/OR/NAND/NOR                        799            799
adder cells (fa/ha/maj)                 14             14
multiplexers                          2568           2568
other                                    0            103
==> through the flow <==
stage          power [W]  instances  setup slack, ps  utilization (%)  area, um2
3_3_place_gp   0.0003116      28182          1783180            32.29     337100
2_1_floorplan  0.0002512      14094          1788320                -     314500
5_1_grt        0.0004517      29661          1781320            34.63     361500
4_1_cts        0.0004378      29609          1781980            34.62     361400
6_report       0.0004378      29712          1782160            34.64     361700
3_5_place_dp   0.0003117      28185          1783320            32.29     337100
==> layout by cell type (no fill, tap or decap), types with 16 or more instances in the layout <==
cell / instances
bufinv_16: 38
clkinv_2: 128
edfxtp_1: 8192
nor2_1: 114
clkdlybuf4s50_1: 35
a211oi_1: 79
clkbuf_16: 798
mux2i_1: 860
diode_2: 103
dfrtp_1: 17
buf_12: 23
o221ai_1: 214
nand4_1: 17
o22ai_1: 100
buf_8: 31
xnor2_1: 16
clkinv_1: 207
nand3_1: 95
buf_4: 909
o21ai_1: 43
mux4_2: 1693
nand2_1: 182
a22o_1: 60
a21oi_1: 267
clkbuf_1: 188
o21ai_0: 129
nor3_1: 23
a2111oi_0: 16
a31oi_1: 40
nor2_4: 252
a22oi_1: 349
a221oi_1: 180
==> Yosys cell counts, drive strengths merged, types with 3 or more instances <==
cell type  count  share of area [%]
a2111oi       31              0.091
xnor2         16              0.045
nand4         17              0.034
and3           8              0.016
a311oi        13              0.036
nand3        115               0.18
o21ai        172               0.27
and2           5             0.0099
xor2           4              0.011
o221ai       215               0.60
a21oi        268               0.43
a221oi       186               0.52
mux2i        860                2.7
or3           13              0.026
mux4        1701                 12
a22o          60               0.17
inv           14              0.017
o221a          3              0.011
nor2b         21              0.042
a32o           3             0.0095
o311ai         8              0.022
ha            13              0.052
a211o         10              0.028
o31ai          3             0.0072
nand2        194               0.23
mux2           7              0.025
a211oi        82               0.20
nand3b         4             0.0095
clkbuf       393               0.47
dfrtp         25               0.20
a21o           3             0.0072
edfxtp      8192                 78
nor4          12              0.024
a221o          8              0.025
o22ai        100               0.20
o41ai          5              0.014
o2111ai       10              0.028
o21a           4             0.0095
nor2         366               0.44
nor3          34              0.054
buf          466                1.3
nand2b         4             0.0080
a31oi         44              0.088
o211ai        10              0.024
a22oi        349               0.83
==> power groups by stage <==
stage	clock network [W]	registers [W]	logic (W)
after CTS	0.000129	0.000172	0.000137
final	0.000127	0.000172	0.000138
after global routing	0.000134	0.000172	0.000145
==> worst register-to-register path, stage by stage, from the launching register on <==
cell	delay, ps
dfrtp_1	430
inv_1	130
ha_1	540
nor2b_1	510
nand3_4	470
buf_4	520
nor2_4	840
buf_4	520
==> registers in the layout, summed over array words and instances, names as in the netlist <==
register and cells:
r_wp 8, u_mem.r_mem 8192, r_wc 9, r_rp 8
==> layout make-up <==
cell class	instances	area (um2)
diodes	103	257.7
clock inverters	433	3531
multi-input cells	5001	64800
well taps	13949	17450
flip-flops and latches	8217	246700
fillers	94710	682300
clock buffers	991	20740
inverters	16	83.83
repair buffers	1002	8135
==> routing by layer <==
| metal | vias to the layer above | GRT usage [%] |
|---|---|---|
| li1 | 62240 | - |
| met1 | 78296 | 18.28 |
| met2 | 12728 | 28.18 |
| met3 | 2029 | 21.36 |
| met4 | 134 | 7.551 |
| met5 | - | 3.097 |
No activity file was given, so power comes from the tool's default toggle rates.
