`/design/flow/config.mk`:
```
export PLATFORM = sky130hd
export DESIGN_NAME = mux8
export DESIGN_NICKNAME = mux8
export VERILOG_FILES = /design/flow/design.v
export SDC_FILE = /design/flow/constraint.sdc
export NUM_CORES = 4
export LEC_CHECK = 1
export CORE_AREA = 10 10 70 70
export DIE_AREA = 0 0 80 80
```
`/design/flow/constraint.sdc`:
```
current_design mux8

set clk_period 1.2
set clk_io_pct 0.2

create_clock -name clk0 -period $clk_period

set non_clock_inputs [all_inputs -no_clocks]
set_input_delay [expr $clk_period * $clk_io_pct] -clock clk0 $non_clock_inputs
set_output_delay [expr $clk_period * $clk_io_pct] -clock clk0 [all_outputs]
```
`/design/flow/design.v`:
```
`timescale 1ns / 1ps
module mux8(input logic [3:0] d0, d1, d2, d3, d4, d5, d6, d7,
    input logic [2:0]s,
    output logic [3:0]y
    );
    always_comb
    case(s)
        3'd0: y=d0;
        3'd1: y=d1;
        3'd2: y=d2;
        3'd3: y=d3;
        3'd4: y=d4;
        3'd5: y=d5;
        3'd6: y=d6;
        3'd7: y=d7;
    endcase
endmodule
```
`/design/flow/run.sh`:
```
#!/bin/bash
# OpenROAD 26Q1-2900-gdf79404cd8, Yosys 0.63+post, stock flow scripts
make -C /OpenROAD-flow-scripts/flow DESIGN_CONFIG=/design/flow/config.mk WORK_HOME=/design/flow/orfs finish
```
==> flow_metrics.env <==
# flow metrics
export IMPL_grt_use_total=0.0501
export IMPL_place_hpwl_um=1450
export IMPL_final_setup_tns_ns=-0.597
export IMPL_arrival_ns=1.15
export IMPL_grt_ovfl_total=0
export IMPL_final_area_um2=798
export IMPL_fp_row_count=21
export IMPL_power_mw=0.238
export IMPL_end_kind="primary output"
export IMPL_ir_worst_vdd_mv=0.0894
export IMPL_topCellsByArea="mux2i_1 36%, a211oi_1 9.8%, o22a_1 8.5%"
export IMPL_status="finished with violations"
export IMPL_comb_power_share=1.000
export IMPL_yosysTopAreaCellShare=0.358
export IMPL_dpl_cell_count=123
export IMPL_path_common_cell="buf_12"
export IMPL_criticalPathCategory="in -> out"
export IMPL_vias=453
export IMPL_max_stage_delay_ns=0.34
export IMPL_hold_viol_final=0
export IMPL_clock_power_share=0
export IMPL_final_util=0.234
export IMPL_path_delay_family="AND-OR/OR-AND gates"
export IMPL_violations="negative setup slack"
export IMPL_seq_power_share=0
export IMPL_antenna_found_initial=0
export IMPL_die_area_um2=6400
export IMPL_ys_cells=39
export IMPL_instances_no_fill=126
export IMPL_wl_per_cell_um=13.5
export IMPL_powerDensity_nw_per_um2=298
export IMPL_whs_ns=0.981
export IMPL_p_sw_frac=0.336
export IMPL_synthDistinctLibCells=15
export IMPL_logic_area_um2=305
export IMPL_hp_class="in -> out"
export IMPL_firstDrtPassIters=2
export IMPL_maxCapViolations=0
export IMPL_grt_pass1_vias=523
export IMPL_drt_total_wl_um=1700
export IMPL_synth_top_cell_by_count="mux2i_1"
export IMPL_switchingPower_mw=0.0801
export IMPL_core_area_um2=3420
export IMPL_setup_ws_ns=-0.191
export IMPL_flop_area_um2=0
export IMPL_warning_count=34
export IMPL_p_int_mw=0.158
export IMPL_slew_violations=0
export IMPL_die_w_um=80
export IMPL_crit_chain="buf_12 -> buf_12 -> nand2b_4 -> a22o_1 -> o32a_1 -> buf_2"
export IMPL_yosys_stat_area_um2=308
export IMPL_avgSynthCellArea_um2=7.89
export IMPL_hp_start="d1[0]"
export IMPL_io_pins=39
export IMPL_ff_count=0
export IMPL_final_period_minus_worst_setup_slack_ns=1.39
export IMPL_synthTopCellsByCount="11 x mux2i_1, 4 x a211oi_1"
export IMPL_cp_num_buf_inv=3
export IMPL_syn_inst=39
export IMPL_nFillCells=393
export IMPL_numPortBuffers=39
export IMPL_tightest_slew_ns=0.179
export IMPL_fin_crit_sh=1.16
export IMPL_pre_cts_ws_ns=-0.978
export IMPL_cts_hold_buf=0
export IMPL_drc=0
export IMPL_finalSetupViolations=4
export IMPL_place_area_um2=749
export IMPL_cp_slowest_cell="o32a_1"
export IMPL_rsz0062_at_grt="true"
export IMPL_grt_max_degree=9
export IMPL_nClkBuffers=0
export IMPL_fp_dieH_um=80
export IMPL_grt_pass1_wl_um=2630
export IMPL_start_kind="input port"
export IMPL_syn2layout_area_growth_pct=159
export IMPL_crit_path_start="s[1]"
export IMPL_gp_congestion=0.752
export IMPL_cp_max_fo=8
export IMPL_yosysWarnings=1
export IMPL_first_iter_violations=16
export IMPL_diodes=0
export IMPL_initCoreUtil=0.0901
export IMPL_postRouteAntennaNets=0
export IMPL_largest_area_cell="mux2i_1"
export IMPL_drive_gt1_frac=0.275
export IMPL_yosysSeqAreaShare=0
export IMPL_max_clock_freq_ghz=0.719
export IMPL_p_leak_nw=0.387
export IMPL_cp_required_ns=0.96
export IMPL_syn_cell_area_um2=308
export IMPL_viasPerCell=3.60
export IMPL_slew_headroom=0.877
[worst min-delay path, stage by stage]
cell and delay, ns:
dlymetal6s2s_1 0.08, mux2i_1 0.07, o22ai_1 0.13, o22a_1 0.13, buf_2 0.09
[cells in the final DEF (no fill, tap or decap)]
| master | netlist | routed |
|---|---|---|
| nand2_2 | 0 | 1 |
| a22o_1 | 1 | 1 |
| nor3b_2 | 0 | 3 |
| dlygate4sd2_1 | 0 | 25 |
| buf_12 | 0 | 3 |
| a211oi_1 | 4 | 2 |
| clkbuf_4 | 0 | 1 |
| buf_4 | 2 | 3 |
| a21oi_1 | 1 | 1 |
| nand2b_4 | 0 | 2 |
| nor2_1 | 3 | 3 |
| o32a_1 | 1 | 1 |
| inv_1 | 1 | 1 |
| mux2i_1 | 11 | 11 |
| clkdlybuf4s50_1 | 0 | 4 |
| buf_16 | 0 | 1 |
| buf_2 | 0 | 6 |
| o22a_1 | 3 | 3 |
| o22ai_1 | 3 | 3 |
| dlymetal6s2s_1 | 0 | 2 |
| nand2_1 | 2 | 1 |
| a211oi_2 | 0 | 2 |
[final timing paths]
kind | depth (start not counted) | endpoint | slack, ns
setup / recovery | 6 | y[2] | -0.19
hold / removal | 5 | y[0] | 0.98
[logic make-up (layout without fill, tap and decap cells)]
kind of cell           count (synthesis)  count (layout)  share of synthesized area
buffers and inverters                  5              46                      0.146
AND-OR/OR-AND                         13              13                      0.321
multiplexers                          11              11                      0.358
AND/OR/NAND/NOR                       10              10                      0.175
[what timing repair did]
action                                  CTS  global route
gates cloned                              1             0
endpoints found under the setup margin    4             4
buffers inserted                          2             0
resized                                  61             8
pin swaps                                14             8
[layout make-up]
class,count,area share
Inverter,1,0.00470
Multi-Input combinational cell,34,0.382
Tap cell,46,0.0721
Timing Repair Buffer,45,0.541
[layer usage]
| layer | up-vias | wire length, um | GRT usage |
|---|---|---|---|
| li1 | 240 | - | - |
| met1 | 202 | 625 | 0.0534 |
| met2 | 11 | 968 | 0.100 |
| met3 | 0 | 105 | 0.0125 |
| met4 | 0 | 0 | 0 |
| met5 | - | 0 | 0 |
[power by group through the flow]
stage / logic (mW) / registers, mW / clock network [mW]
finish: 0.238 / 0 / 0
global route: 0.260 / 0 / 0
CTS: 0.235 / 0 / 0
