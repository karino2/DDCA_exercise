==> /design/flow/design.v <==
module jtag_adapter(input logic clk, reset,
    input logic [31:0] dramAddress, dramWriteData,
    input logic readEnable, writeEnable,
    output logic [31:0] dramReadData,
    output logic dramValid,
    output logic [3:0]m_axi_awid,
    output logic [31:0]m_axi_awaddr,
    output logic [7:0]m_axi_awlen,
    output logic [2:0]m_axi_awsize,
    output logic [1:0]m_axi_awburst,
    output logic m_axi_awlock,
    output logic [3:0]m_axi_awcache,
    output logic [2:0]m_axi_awprot,
    output logic m_axi_awvalid,
    input logic m_axi_awready,
    output logic [31:0]m_axi_wdata,
    output logic [3:0]m_axi_wstrb,
    output logic m_axi_wlast,
    output logic m_axi_wvalid,
    input logic m_axi_wready,
    input logic [3:0]m_axi_bid,
    input logic [1:0]m_axi_bresp,
    input logic m_axi_bvalid,
    output logic m_axi_bready,
    output logic [3:0]m_axi_arid,
    output logic [31:0]m_axi_araddr,
    output logic [7:0]m_axi_arlen,
    output logic [2:0]m_axi_arsize,
    output logic [1:0]m_axi_arburst,
    output logic m_axi_arlock,
    output logic [3:0]m_axi_arcache,
    output logic [2:0]m_axi_arprot,
    output logic m_axi_arvalid,
    input logic m_axi_arready,
    input logic [3:0]m_axi_rid,
    input logic [31:0]m_axi_rdata,
    input logic [1:0]m_axi_rresp,
    input logic m_axi_rlast,
    input logic m_axi_rvalid,
    output logic m_axi_rready
    );
    typedef enum logic [3:0] {DORMANT, READ_ARSEND, READ_VALUE, READ_DONE,  WRITE_AWSEND, WRITE_DATA, WRITE_RESPONSE, WRITE_DONE} statetype;
    statetype state, nextstate;
    always_ff @(posedge clk, posedge reset)
        if(reset) begin
             state <= DORMANT;
             dramReadData <= 32'b0;
        end
        else begin
            state <= nextstate;
            if(m_axi_rvalid)
                dramReadData <= m_axi_rdata;
        end
    always_comb
        case(state)
            DORMANT: 
                nextstate = writeEnable ? WRITE_AWSEND : (readEnable? READ_ARSEND: DORMANT);
            READ_ARSEND:
                nextstate = (m_axi_arready & m_axi_arvalid) ? READ_VALUE: READ_ARSEND;
            READ_VALUE:
                nextstate = (m_axi_rready & m_axi_rvalid) ? READ_DONE : READ_VALUE; 
            READ_DONE:
                nextstate = DORMANT;
            WRITE_AWSEND:
                nextstate = (m_axi_awready & m_axi_awvalid) ? WRITE_DATA : WRITE_AWSEND;
            WRITE_DATA:
                nextstate = (m_axi_wready & m_axi_wvalid) ? WRITE_RESPONSE : WRITE_DATA;
            WRITE_RESPONSE:
                nextstate = (m_axi_bready & m_axi_bvalid) ? WRITE_DONE : WRITE_RESPONSE;
            WRITE_DONE:
                nextstate = DORMANT;
            default:
                nextstate = DORMANT;
        endcase
    assign m_axi_awid =  writeEnable? 4'b1 : 0;
    assign m_axi_awaddr = writeEnable ? dramAddress : 0;
    assign m_axi_awlen = 0;  
    assign m_axi_awsize = writeEnable? 3'b10 : 0;  
    assign m_axi_awburst = 2'b00;  
    assign m_axi_awlock = 0;
    assign m_axi_awcache = 4'b0;  
    assign m_axi_awprot = 3'b000;  
    assign m_axi_awvalid = (state==WRITE_AWSEND);
    assign dramValid = (state == WRITE_DONE) | (state == READ_DONE);
    assign m_axi_wdata = writeEnable? dramWriteData : 0;
    assign m_axi_wstrb = writeEnable ? 4'b1111 : 0;
    assign m_axi_wlast = writeEnable;
    assign m_axi_wvalid = (state == WRITE_DATA);
    assign m_axi_bready = (state==WRITE_RESPONSE);
    assign m_axi_arid = readEnable ? 4'b10 : 0;    
    assign m_axi_araddr = readEnable ? dramAddress : 0;
    assign m_axi_arlen = 0;
    assign m_axi_arsize = readEnable ? 3'b10: 0;  
    assign m_axi_arburst = 2'b00;  
    assign m_axi_arlock = 0;
    assign m_axi_arcache = 4'b0;  
    assign m_axi_arprot = 3'b000;  
    assign m_axi_arvalid = (state == READ_ARSEND);
    assign m_axi_rready = (state == READ_VALUE);
endmodule
module dma_ctrl(input logic clk, reset, 
                input logic [1:0] cmd,
                input logic [31:0] srcAddress, dstAddress,
                input logic [9:0] width,
                input logic [31:0] sramReadData, dramReadData, 
                output logic [13:0] sramAddress,
                output logic [31:0] sramWriteData,
                output logic sramWriteEnable,
                output logic [31:0] dramAddress, dramWriteData,
                output logic dramWriteEnable, dramReadEnable,
                input logic dramValid,
                output logic stall);
    typedef enum logic [3:0] {DORMANT, D2S_BEGIN, D2S_READ_REQUEST, D2S_WRITE, D2S_ONE_COMP, D2S_DONE_OR_NEXT,
                    S2D_BEGIN, S2D_READ, S2D_WRITE_REQUEST, S2D_ONE_COMP, S2D_DONE_OR_NEXT, DONE} statetype;
    statetype state, nextstate;
    logic [31:0] curData, nextSramAddress, nextDramAddress;
    logic [9:0] rest;
    always_ff @(posedge clk, posedge reset)
        if(reset) begin
             state <= DORMANT;
        end
        else begin
            state <= nextstate;
            case(nextstate)
                D2S_BEGIN:
                    begin
                        rest <= width;
                        nextSramAddress <= dstAddress;
                        nextDramAddress <= srcAddress;
                    end
                D2S_READ_REQUEST:
                    begin
                        sramAddress <= nextSramAddress[15:2];
                        dramAddress <= nextDramAddress;
                        curData <= dramReadData;
                    end
                D2S_WRITE:
                    begin
                        if(dramValid)
                            begin
                                curData <= dramReadData;
                                sramWriteData <= dramReadData;
                            end
                        else
                            sramWriteData <= curData;
                    end
                D2S_ONE_COMP:
                    begin
                        rest <= rest-1;
                        nextDramAddress <= nextDramAddress+4;
                        nextSramAddress <= nextSramAddress+4;
                    end
                S2D_BEGIN:
                    begin
                        rest <= width;
                        nextSramAddress <= srcAddress;
                        nextDramAddress <= dstAddress;
                    end
                S2D_READ:
                    begin
                        sramAddress <= nextSramAddress[15:2];
                        dramAddress <= nextDramAddress;
                    end
                S2D_ONE_COMP:
                    begin
                        rest <= rest-1;
                        nextDramAddress <= nextDramAddress+4;
                        nextSramAddress <= nextSramAddress+4;
                    end
            endcase
        end
    assign dramWriteEnable = (state == S2D_WRITE_REQUEST);
    assign sramWriteEnable = (state == D2S_WRITE);
    assign dramReadEnable = (state == D2S_READ_REQUEST);
    assign dramWriteData = sramReadData;
    always_comb
        case(state)
            DORMANT:
                case(cmd)
                    2'b01: nextstate = D2S_BEGIN;
                    2'b10: nextstate = S2D_BEGIN;
                    default: nextstate = DORMANT;
                endcase
            D2S_BEGIN:
                nextstate = D2S_READ_REQUEST;
            D2S_READ_REQUEST:
                nextstate = dramValid? D2S_WRITE: D2S_READ_REQUEST;
            D2S_WRITE:
                nextstate = D2S_ONE_COMP;
            D2S_ONE_COMP:
                nextstate = D2S_DONE_OR_NEXT;
            D2S_DONE_OR_NEXT:
                if(rest == 10'b0)
                    nextstate = DONE;
                else
                    nextstate = D2S_READ_REQUEST;
            S2D_BEGIN:
                nextstate = S2D_READ;
            S2D_READ:
                nextstate = S2D_WRITE_REQUEST;
            S2D_WRITE_REQUEST:
                nextstate = dramValid ? S2D_ONE_COMP : S2D_WRITE_REQUEST;
            S2D_ONE_COMP:
                nextstate = S2D_DONE_OR_NEXT;
            S2D_DONE_OR_NEXT:
                if(rest == 10'b0)
                    nextstate = DONE;
                else
                    nextstate = S2D_READ;
            DONE:
                nextstate = DORMANT;
            default:
                nextstate = DORMANT;
        endcase
    assign stall = (state != DORMANT);
endmodule
==> /design/flow/run.sh <==
#!/bin/bash
# OpenROAD 26Q1-2900-gdf79404cd8, Yosys 0.63+post, stock flow scripts
make -C /OpenROAD-flow-scripts/flow DESIGN_CONFIG=/design/flow/config.mk WORK_HOME=/design/flow/orfs finish
==> /design/flow/config.mk <==
export PLATFORM = sky130hd
export DESIGN_NAME = dma_ctrl
export DESIGN_NICKNAME = dma_ctrl
export VERILOG_FILES = /design/flow/design.v
export SDC_FILE = /design/flow/constraint.sdc
export NUM_CORES = 4
export LEC_CHECK = 1
export CORE_UTILIZATION = 40
==> /design/flow/constraint.sdc <==
current_design dma_ctrl

set clk_period 16.2
set clk_io_pct 0.2

create_clock -name clk0 -period $clk_period [get_ports {clk}]

set non_clock_inputs [all_inputs -no_clocks]
set_input_delay [expr $clk_period * $clk_io_pct] -clock clk0 $non_clock_inputs
set_output_delay [expr $clk_period * $clk_io_pct] -clock clk0 [all_outputs]
==> out/qor.yml <==
route:
  wirelength_met1_um: 8310
  wl_met3_um: 1840
  ant_nets: 0
  drt-pass1-iter-count: 4
  vias: 5408
  top_layer_used: "met4"
  drt_wl_total_um: 18900
  routed_via_density: 5.16
  drt_iter0_drc: 245
  wl_per_cell_um: 18.0
  drc_errors: 0
  wl_met2_um: 8540
setup_path:
  required_ps: 12960
  critPathLaunchType: "input port"
  arrival_ps: 3240
  cp_max_fo: 1
  worstReg2RegStart: "rest[0]$_DFFE_PP_"
  crit_path_end_kind: "output port"
  critPathKind: "input port to output port"
  rr_endpoint: "rest[9]$_DFFE_PP_"
  rrSetupSlack_ps: 12250
  reg2reg_depth: 8
yosys:
  syn_area_sq_um: 8160
  ys.flop_type: "edfxtp_1"
  ys_seq_share_pct: 62.3
  synthArstFlopShare_pct: 2.35
  yosysTopAreaCell: "edfxtp_1"
  yosys_warnings: 1
  edf_count: 166
  syn_inst: 644
  yosysCellCount: 644
  avgSynthCellArea_sq_um: 12.7
  post-synth-top-count-cell: "edfxtp_1"
  top_area_share_pct: 61.1
  area_leaders: "edfxtp_1 61%, mux2_2 4.6%, o221ai_1 4.5%, buf_4 3.3%, xor2_1 3.0%"
  yosys.cell_types.count: 50
  netlist_top_cells_count: "166 x edfxtp_1, 57 x inv_1, 57 x nand2_1"
  ys_area_sq_um: 8160
  synth_flops: 170
timing:
  rsz0062_at_grt: "no"
  setup_viol: 0
  holdWs_ps: 424
  hold_violations: 0
  finalCritPeriodShare_pct: 40.0
  clock.fmax_mhz: 154
  worstMarginPinSlew_ps: 882
  fin_crit_ps: 6480
  drv_slew: 0
  fin_skew_ps: 8.58
  setup_tns_ps: 0
  slew_headroom_pct: 41.2
global_routing:
  grt_overflow: 0
  grt_max_degree: 50
  grt_pass1_vias: 5344
  grt_antenna_before_repair: 1
  grt_pass1_wl_um: 28800
  track_usage_pct: 19.3
job:
  warning_count: 25
  maxCapViolations: 0
floorplanning:
  initial_core_util_pct: 41.4
  die_h_um: 145
  core_area_sq_um: 19700
  io_pins: 257
  row_count: 51
  dieArea_sq_um: 21000
  die_w_um: 145
power:
  total_power_w: 0.00157
  ir_drop_uv: 81.9
  p_per_area_nw_per_um2: 149
  p_leak_nw: 3.62
clocking:
  cts_tree: "yes"
  post_cts_buffers: 0
  clock.latency.late_pin_ps: 420
  hold_buffers: 0
  clk_pin_slew_ps: 70
  cts_made_buffers: 17
  root_buffer: "clkbuf_16"
  cts-resized-gates: 0
  cts.htree.levels: 4
  clk_path_buf_depth: 2
  cts_sinks: 170
worst_hold_path:
  worstHoldStart: "nextDramAddress[0]$_DFFE_PP_"
  min_to: "dramAddress[0]$_DFFE_PP_"
  hp-class: "flop to flop"
  hold_path_depth: 0
placement:
  place_congestion: 0.873
  io_buffers: 192
  dp_hpwl_um: 13200
  dp_cells: 1016
finish:
  final_cells: 1049
  area_growth_pct: 29.7
  post-route-util_pct: 53.7
  final_layout_size_suffix_gt1_share_pct: 11.9
run_status:
  status: "finished clean"
[sequential cells by signal (all words and copies together) (netlist names)]
register and cells:
curData 32, dramAddress 32, nextDramAddress 32, nextSramAddress 14, rest 10, sramAddress 14
sramWriteData 32, state 4
[stage by stage]
stage / cell area (sq um) / worst slack [ps]
after floorplan: 8160 / 9070
after global placement: 10000 / 9720
after detailed placement: 10000 / 9720
after CTS: 10600 / 9720
after global routing: 10600 / 9720
final: 10600 / 9720
[metal layers]
| metal | GRT usage (%) | up-vias |
|---|---|---|
| met1 | 31.7 | 2572 |
| met5 | 0 | - |
| li1 | - | 2581 |
| met2 | 27.4 | 228 |
| met4 | 2.22 | 0 |
| met3 | 6.77 | 27 |
[cell families (layout without fill, tap and decap cells)]
group           count (synthesis)  after routing  synth area share, %
fa+ha+maj                       4              4                0.583
other cells                     0              1                    0
buf+inv                       150            289                 8.70
compound gates                 80             80                 8.13
simple gates                  155            155                 9.57
xor+xnor                       44             44                 4.72
mux                            41             41                 5.97
flops                         170            170                 62.3
[worst max-delay path by stage]
stage                      startpoint                to  slack, ps  cells after the start
after global routing  sramReadData[4]  dramWriteData[4]       9720                      0
after CTS             sramReadData[4]  dramWriteData[4]       9720                      0
final                 sramReadData[4]  dramWriteData[4]       9720                      0
[cell usage in the layout, fill, tap and decap left out, drive strengths merged, types with 8 or more instances in the layout]
master         Yosys  routed
mux2              40      40
nor3               9       9
nor4               9       9
nor2              18      18
nand4             11      11
or4                8       8
inv               57      63
clkdlybuf4s50      0     192
o221ai            42      42
edfxtp           166     166
xnor2             16      16
nand2             57      57
nand3             18      18
clkbuf            52      17
xor2              28      28
buf               41       8
[final cells by class]
cell class	instances	area, sq um
Sequential cell	170	5080
Inverter	57	214
Fill cell	1631	9140
Clock inverter	15	136
Clock buffer	17	425
Timing Repair Buffer	200	1980
Multi-Input combinational cell	324	2400
Antenna cell	1	2.50
Tap cell	265	332
[report_power, final]
part           switching [W]  internal [W]
Sequential         0.0000768      0.000664
Clock               0.000173      0.000214
Combinational       0.000229      0.000216
Total               0.000479       0.00109
Power is estimated from default activity; no workload was simulated.
