**flow/design.v**
```verilog
`timescale 1ns / 1ps
module ctrlunit(input logic [5:0] Opcode, input logic [5:0] Funct, 
    output logic RegWrite, output logic RegDst, output logic ALUSrc, output logic Branch, 
    output logic MemWrite, output logic MemtoReg, output logic [2:0] ALUCtrl, output logic Jump);
    assign RegWrite = ((Opcode == 0) | (Opcode == 6'b100011) | (Opcode == 6'b001000));
    assign RegDst = Opcode == 0;
    assign ALUSrc = ((Opcode != 0) & (Opcode != 6'b000100));
    assign Branch = Opcode == 6'b000100;
    assign MemWrite = Opcode == 6'b101011;
    assign MemtoReg = Opcode == 6'b100011;
    always_comb
        if(Opcode == 6'b000100)
            ALUCtrl = 3'b110;
        else
            case(Funct)
                6'd34: ALUCtrl = 3'b110;
                 6'b100100: ALUCtrl = 3'b000;
                 6'b100101: ALUCtrl = 3'b001;
                 6'b101010: ALUCtrl = 3'b111;
                 default: ALUCtrl = 3'b010;
            endcase
    assign Jump = Opcode == 6'b000010;     
endmodule
module mips(input logic clk, reset, input logic [31:0]instr, regReadData1, regReadData2, memReadData,
            output logic [31:0] pc, 
            output logic [4:0] regAddr1, regAddr2, regWriteAddr,
            output logic [31:0] regWriteData,
            output logic regWriteEnable,
            output logic [31:0] memDataAddress, memWriteData,
        output logic memWriteEnable);
    logic [31:0] newPC;
    logic RegWrite, RegDst, ALUSrc, Branch; 
    logic MemWrite, MemtoReg, Jump;
    logic [2:0] ALUCtrl;
    flopr Pcflop(clk, reset, newPC, pc);
    always @(clk, reset)
        $display("pc=%h", pc);
    ctrlunit CtrlUnit(instr[31:26], instr[5:0], RegWrite, RegDst, ALUSrc, Branch, MemWrite, MemtoReg, ALUCtrl, Jump);
    assign regWriteAddr = RegDst? instr[15:11] : instr[20:16]; 
    assign regAddr1 = instr[25:21];
    assign regAddr2 = instr[20:16];
    assign regWriteEnable = RegWrite;    
    logic [31:0] signImm, srcB, alures;
    assign signImm = {{16{instr[15]}}, instr[15:0]};
    logic cout, zero;
    mux2 MuxSrcB(regReadData2, signImm, ALUSrc, srcB); 
    alu Alu(regReadData1, srcB, ALUCtrl, cout, zero, alures);
    assign memDataAddress = alures;
    assign memWriteData = regReadData2;
    assign memWriteEnable = MemWrite;
    mux2 ResForReg(alures, memReadData, MemtoReg, regWriteData);
    logic [31:0] pcPlus4, pcBranch, pcCand1, pcJump;
    assign pcPlus4 = pc+4;
    assign pcBranch = {signImm[29:0], 2'b00}+pcPlus4;
    assign pcJump = {pcPlus4[31:28], instr[25:0], 2'b00};
    assign pcCand1 = (zero & Branch) ? pcBranch : pcPlus4;
    assign newPC = Jump?pcJump : pcCand1;
endmodule
module all(
    input logic clk,
    input logic reset
    );
    logic [31:0] pc;
    logic [31:0] instr;
    romcode InstRom(pc[13:0], instr);
    logic [31:0] memReadData, memAddress, memWriteData;
    logic memWriteEnable;        
    sram DataMem(clk, memAddress, memWriteEnable, memWriteData, memReadData);
    logic [4:0] regAddr1, regAddr2, regWriteAddr;
    logic regWriteEnable;
    logic [31:0] regReadData1, regReadData2, regWriteData;
    regfile RegFile(clk, regAddr1, regAddr2, regWriteAddr, regWriteEnable, regWriteData, regReadData1, regReadData2);
    mips Cpu(clk, reset, instr, regReadData1, regReadData2, memReadData, nextInstrAddress, regAddr1, regAddr2, regWriteAddr, regWriteData, regWriteEnable,  memAddress, memWriteData, memWriteEnable);
endmodule
```
**flow/run.sh**
```bash
#!/bin/bash
# OpenROAD 26Q1-2900-gdf79404cd8, Yosys 0.63+post, stock flow scripts
make -C /OpenROAD-flow-scripts/flow DESIGN_CONFIG=/design/flow/config.mk WORK_HOME=/design/flow/orfs finish
```
**flow/config.mk**
```make
export PLATFORM = sky130hd
export DESIGN_NAME = ctrlunit
export DESIGN_NICKNAME = ctrlunit
export VERILOG_FILES = /design/flow/design.v
export SDC_FILE = /design/flow/constraint.sdc
export NUM_CORES = 4
export LEC_CHECK = 1
export CORE_AREA = 10 10 70 70
export DIE_AREA = 0 0 80 80
```
**flow/constraint.sdc**
```tcl
current_design ctrlunit

set clk_period 2.5
set clk_io_pct 0.2

create_clock -name clk0 -period $clk_period

set non_clock_inputs [all_inputs -no_clocks]
set_input_delay [expr $clk_period * $clk_io_pct] -clock clk0 $non_clock_inputs
set_output_delay [expr $clk_period * $clk_io_pct] -clock clk0 [all_outputs]
```
==> impl_metrics.yaml <==
# flow metrics
route:
  drt-initial-drc-count: 9
  wl_um: 960
  vias_per_cell: 3.03
  wl_per_cell_um: 9.70
  vias: 300
  firstDrtPassIters: 4
  drtAntennaViolNets: 0
  drc: 0
  diodes: 0
hold_path:
  holdPathStages: 4
  holdPathEnd: "MemtoReg"
  hp-start: "Opcode[3]"
  hold_class: "primary input to primary output"
final_timing:
  fin_setup_tns_ns: 0
  worst_slack_ns: 0.0600
  rsz0062_at_grt: "no"
  slew_viol_final: 0
  slew_headroom_pct: 83.6
  setup_viol: 0
  tightest_slew_ns: 0.245
  finalCritPeriodShare_pct: 97.6
  whs_ns: 1.51
  period_minus_slack_ns: 2.44
  hold_violations: 0
  fmax_mhz: 410
floorplanning:
  initCoreUtil_pct: 4.32
  die-area_sq_mm: 0.00640
  die_y_um: 80
  io_pins: 22
  num_rows: 21
  coreArea_sq_mm: 0.00342
  die_w_um: 80
critical_path:
  start_kind: "primary input"
  required_ns: 2.00
  cp.arrival_ns: 1.94
  crit_type: "primary input to primary output"
  cp-end-kind: "primary output"
  critPathMaxFanout: 2
  crit_start: "Opcode[1]"
logic_synthesis:
  synth_cells: 22
  yosysWarnings: 1
  synth_top_area_share_pct: 12.7
  ys_area_sq_um: 148
  syn_area_sq_um: 148
  avgSynthCellArea_sq_um: 6.71
  yosysSeqAreaShare_pct: 0
  ys_cells: 22
  top_cells_by_area: "nor2_1 13%, nor3b_4 13%, nor3_1 10%, and4b_2 7.6%, nand4bb_1 7.6%"
  synth.distinct_cells: 15
  synth_area_leader_cell: "nor2_1"
final_layout:
  n_clock_buffer: 0
  syn2layout_area_growth_pct: 225
  seq_area_sq_um: 0
  n_sequential_cell: 0
  final_cell_area_sq_um: 480
  final_cells: 99
  drive_gt1_share_pct: 32.1
placed_design:
  dp.cells: 95
  gp_congestion: 0.733
  dp_hpwl_um: 870
  placed_area_sq_um: 463
  io_buffers: 22
  pre_cts_slack_ns: -0.408
cts:
  hold_buffers: 0
grt:
  grt_antenna_before_repair: 0
  first_global_vias: 292
  grt.overflow.total: 0
  grt_max_degree: 5
  grtUsageTotal_pct: 2.91
  grt_pass1_wl_um: 1500
pwr:
  p_per_area_mw_per_mm2: 90.5
  leakage_nw: 0.209
  ir_drop_uv: 34.6
run_status:
  status: "complete, no violations"
run:
  warnings: 32
  maxCapViolCount: 0
==> cell families (layout without fill, tap and decap cells) <==
group                  count (synthesis)  after routing  synth area share (%)
AOI/OAI and AO/OA                      3              3                  17.0
buffers and inverters                  1             32                  2.54
and+or+nand+nor                       18             18                  80.5
==> synthesized netlist by cell type <==
library cell	instances
or4_4	1
nor4_1	1
nor3_1	3
nor3b_1	1
nand2_1	2
o21a_1	1
and4b_2	1
or2_2	1
a31o_1	1
inv_1	1
nor2_1	5
nand4bb_1	1
nor3b_4	1
a32oi_1	1
nand3_1	1
==> final cells by class <==
type	instances	area, sq um
Tap cell	46	57.6
Fill cell	404	2940
Inverter	1	3.75
Multi-Input combinational cell	21	146
Timing Repair Buffer	31	273
==> stage by stage <==
stage	power [mW]	utilization, %
2_1_floorplan	0.00854	-
3_3_place_gp	0.0446	13.6
3_5_place_dp	0.0449	13.6
4_1_cts	0.0430	14.0
5_1_grt	0.0473	14.1
6_report	0.0435	14.1
==> worst max path at each step <==
stage	depth (start not counted)	slack, ns	to
global route	5	0.006	ALUSrc
CTS	6	0.01	Branch
finish	5	0.06	ALUSrc
==> per-layer routing <==
metal	track usage [%]	up-vias	share of wire, %
li1	-	150	-
met1	4.28	130	55
met2	4.17	20	36
met3	1.02	0	9.2
met4	0	0	0
met5	0	-	0
==> placed cells by master, fill, tap and decap left out, drive strengths merged, types with 2 or more instances in the layout <==
cell / n
buf: 11
nor3: 3
clkdlybuf4s50: 11
nand2: 2
nor3b: 2
dlygate4sd2: 7
nor2: 5
==> power breakdown <==
group          total (mW)  leakage (nW)  switching, mW  internal [mW]
logic              0.0435         0.209         0.0151         0.0283
clock network           0             0              0              0
registers               0             0              0              0
total              0.0435         0.209         0.0151         0.0283
==> worst max-delay path, cell delays in order <==
cell and delay [ns]:
dlygate4sd2_1 0.24, or4_4 0.56, buf_6 0.13, or2_2 0.26
dlygate4sd2_1 0.25
==> timing repair <==
| item | 4_1_cts | 5_1_grt |
|---|---|---|
| setup buffers | 4 | 0 |
| endpoints found under the setup margin | 6 | 5 |
| pin swaps | 3 | 2 |
| gates resized | 12 | 7 |
Power and IR drop assume default switching activity.
